==> design.v <==
`timescale 1ns/10ps
module mux2_1 (
    input logic sel,
    input logic [1:0] d,
    output logic q
);
    logic [1:0] and_results;
    and #(50ps) AND_1 (and_results[1], sel, d[1]);
    logic not_sel;
    not #(50ps) NOT1 (not_sel, sel);
    and #(50ps) AND_0 (and_results[0], not_sel, d[0]);
    or #(50ps) OR (q, and_results[0], and_results[1]);
endmodule 
module mux4_1 (
    input logic [3:0] d,
    input logic [1:0] sel,
    output logic q
);
    logic [1:0] temp;
    mux2_1 first_stage1 (.sel(sel[0]), .d(d[1:0]), .q(temp[0]));
    mux2_1 first_stage2 (.sel(sel[0]), .d(d[3:2]), .q(temp[1]));
    mux2_1 second_stage (.sel(sel[1]), .d(temp), .q(q));
endmodule
module mux8_1 (
    input logic [7:0] d,
    input logic [2:0] sel,
    output logic q
);
    logic [1:0] temp;
    mux4_1 first_stage1 (.sel(sel[1:0]), .d(d[3:0]), .q(temp[0]));
    mux4_1 first_stage2 (.sel(sel[1:0]), .d(d[7:4]), .q(temp[1]));
    mux2_1 second_stage (.sel(sel[2]), .d(temp), .q(q));
endmodule
`timescale 1ns/10ps
module adder_1bit (
	input logic  a, b, cin,
	output logic out, cout
    );
    logic[2:0] res;
    xor #(50ps) x1 (res[0], a, b);
    xor #(50ps) x2 (out, cin, res[0]);
    and #(50ps) a1 (res[1], cin, res[0]);
    and #(50ps) a2 (res[2], a, b);
    or #(50ps) o1 (cout, res[1], res[2]);
endmodule
`timescale 1ns/10ps
module alu (
    input logic[63:0] A, B,
    input logic [2:0] cntrl,
    output logic [63:0] result,
    output logic negative, zero, overflow, carry_out
);
    logic [63:0] carries;
    alu_1bit firstALU (.control(cntrl), .a(A[0]), .b(B[0]), .cin(cntrl[0]), .out(result[0]), .cout(carries[0]));
    genvar i;
    generate
        for (i = 1; i < 64; i++) begin : newALU
            alu_1bit bitalu (.control(cntrl), .a(A[i]), .b(B[i]), .cin(carries[i - 1]), .out(result[i]), .cout(carries[i]));
        end
    endgenerate
    assign carry_out = carries[63];
    isZero zeroCheck (.in(result), .out(zero));
    assign negative = result[63];
    xor #(50ps) overflowXOR (overflow, carries[63], carries[62]);
endmodule
`timescale 1ns/10ps
module alu_1bit (
    input logic [2:0] control,
	input logic  a, b, cin,
	output logic out, cout
    );
	logic [3:0] res;
	logic bNot, bPrime;
	and #(50ps) a1 (res[0], b, a);
	or  #(50ps) o1  (res[1], b, a);
	xor #(50ps) x1 (res[2], b, a);
    not #(50ps) n1 (bNot, b); 
	mux2_1 m1 (.d({bNot, b}), .sel(control[0]), .q(bPrime));
	adder_1bit m2 (.a, .b(bPrime), .out(res[3]), .cin, .cout);
	mux8_1 m3 (.d({1'b0, res[2:0], res[3], res[3], 1'b0, b}), .sel(control), .q(out));
endmodule
`timescale 1ns/10ps
module isZero (
    input logic [63:0] in,
    output logic out
);
    logic [62:0] tmp;
    or OR (tmp[0], in[0], in[1]);
    genvar i;
    generate
        for (i = 1; i < 63; i++) begin : newOr
            or newOr (tmp[i], in[i + 1], tmp[i-1]);
        end
    endgenerate
    not #(50ps) outNOT (out, tmp[62]);
endmodule
==> run.sh <==
#!/bin/bash
# OpenROAD 26Q1-2900-gdf79404cd8, Yosys 0.63+post, stock flow scripts
make -C /OpenROAD-flow-scripts/flow DESIGN_CONFIG=/design/flow/config.mk WORK_HOME=/design/flow/orfs finish
==> config.mk <==
export PLATFORM = sky130hd
export DESIGN_NAME = alu
export DESIGN_NICKNAME = alu
export VERILOG_FILES = /design/flow/design.v
export SDC_FILE = /design/flow/constraint.sdc
export NUM_CORES = 4
export LEC_CHECK = 1
export CORE_UTILIZATION = 30
==> constraint.sdc <==
current_design alu

set clk_period 82.7
set clk_io_pct 0.2

create_clock -name clk0 -period $clk_period

set non_clock_inputs [all_inputs -no_clocks]
set_input_delay [expr $clk_period * $clk_io_pct] -clock clk0 $non_clock_inputs
set_output_delay [expr $clk_period * $clk_io_pct] -clock clk0 [all_outputs]
==> flow_summary.yaml <==
# synthesis and place-and-route metrics
final_timing:
  relSlewSlack_pct: 52.0
  slew_violations: 0
  rsz0062_at_grt: "no"
  fmax_mhz: 15.8
  tightest_slew_ns: 0.713
  finalHoldViolCount: 0
  finalSetupViolCount: 0
  setup_ws_ns: 19.24
  fin_crit_ns: 63.46
  holdWs_ns: 34.07
  finalSetupTns_ns: 0
  finalClockPeriodUsage_pct: 76.7
yosys:
  aoi_share_pct: 13.8
  ys_seq_share_pct: 0
  synth_cells: 841
  yosysCellCount: 841
  logic_family: "adder cells"
  yosysWarnings: 0
  mux_area_share_pct: 16.7
  ys_sh_adder_pct: 48.2
  synth_cell_types: 27
  yosys-stat-area_um2: 7580
  simple_gate_share_pct: 2.29
  synthXorXnorAreaFrac_pct: 0.116
  netlist_area_um2: 7580
  avgSynthCellArea_um2: 9.02
clock_tree:
  postCtsHoldBufs: 0
  post_cts_buffers: 0
  cts_resized: 0
die:
  dieHeight_um: 161
  initCoreUtil_pct: 30.9
  io_pins: 199
  die_width_um: 161
  rows: 57
  die_area_um2: 25900
  coreArea_um2: 24500
layout:
  area_growth_pct: 23.3
  ff_count: 0
  num-fill-cells: 2438
  n_clock_buffer: 0
  drive_above_1_share_pct: 1.80
  fin_cells: 1268
  regArea_um2: 0
  logic_area_um2: 6150
setup_path:
  endpoint_kind: "primary output"
  cp-endpoint: "zero"
  cp_common_cell: "fa_1"
  crit_fanout: 36
  crit_path_top_delay_cell: "or4_1"
  critPathMaxStageDelay_ns: 0.59
  startpoint_type: "input pin"
  crit_type: "in -> out"
  crit_start: "cntrl[0]"
  cp.arrival_ns: 46.92
  cp.required_ns: 66.16
global_routing:
  grt_max_degree: 86
  grt_overflow: 0
  grt_pass1_wl_mm: 33.2
  grtUsageTotal_pct: 16.5
  grt_antenna_before_repair: 3
  grt_pass1_vias: 5953
routing:
  first_pass_iters: 4
  route.detailed.drc: 0
  wire_per_inst_um: 16.4
  postRouteAntennaNets: 0
  routed_wl_mm: 20.8
  vias: 5947
  vias_per_cell: 4.69
  drt_iter0_markers: 195
outcome:
  status: "finished, final reports clean"
place:
  dp_hpwl_mm: 16.7
  port-buffer-count: 199
  dpl_worst_slack_ns: 18.96
  gp_congestion: 0.869
  placedCellCount: 1267
power_and_ir_drop:
  leakagePower_uw: 0.00484
  pwr_density_cell_nw_per_um2: 6.15
  totalPowerFinal_uw: 57.5
  vdd_drop_max_uv: 3.92
run:
  maxCapViolCount: 0
  warnings: 96
worst_hold_path:
  hp-class: "in -> out"
## final cells by class
class / count / area share [%]
repair buffers: 208 / 22.1
inverters: 196 / 7.87
diodes: 1 / 0.0268
well taps: 324 / 4.33
multi-input cells: 539 / 65.7
## through the flow
| stage | util [%] | area, µm² |
|---|---|---|
| floorplan | - | 7580 |
| detailed placement | 38.1 | 9350 |
| CTS | 38.1 | 9350 |
| finish | 38.1 | 9350 |
| global route | 38.1 | 9350 |
| global placement | 38.1 | 9350 |
## kinds of logic after synthesis
group / count (synthesis)
xor gates and xnor gates: 1
AOI/OAI and AO/OA: 131
adders and majority gates: 254
and+or+nand+nor: 27
muxes: 126
buffers and inverters: 302
## cells in the mapped netlist, drive strengths merged
cell type | n | area share, %
xor2 | 1 | 0.12
mux2 | 1 | 0.15
buf | 88 | 8.4
nand4 | 3 | 0.25
or4 | 5 | 0.50
o22ai | 4 | 0.33
a211oi | 1 | 0.099
a21boi | 61 | 6.0
o21bai | 1 | 0.099
ha | 191 | 32
mux2i | 125 | 17
inv | 196 | 9.7
a21o | 2 | 0.20
nor2 | 3 | 0.15
nor4 | 12 | 1.1
clkbuf | 18 | 0.89
o221ai | 60 | 6.9
fa | 63 | 17
o21ai | 2 | 0.13
or2b | 1 | 0.099
nand2 | 2 | 0.099
nor4bb | 1 | 0.13
## worst max-delay path: cells and delay by family
| kind | cells | cell delay [ns] |
|---|---|---|
| compound gates | 2 | 0.29 |
| fa+ha+maj | 64 | 27.21 |
| buf+inv | 7 | 1.45 |
| simple gates | 3 | 1.39 |
## worst min path at each step
stage	to	slack (ns)	cells after the start	start
5_1_grt	result[57]	34.14	4	cntrl[2]
6_report	result[55]	34.07	4	cntrl[2]
4_1_cts	result[55]	34.11	4	cntrl[2]
## power breakdown
group	total [µW]	leakage [µW]	switching (µW)	internal [µW]
combinational	57.5	0.00484	26.9	30.6
clock	0.00000163	0.00000000634	0	0.00000162
sequential	0	0	0	0
## placed cells by master, fill, tap and decap left out, drive strengths merged, types with 2 or more instances in the layout
cell,n
o21ai,2
or4,5
inv,196
buf,12
a21o,2
clkdlybuf4s50,196
a21boi,61
nand4,3
nand2,2
nor4,12
o221ai,60
mux2i,125
ha,191
o22ai,4
nor2,3
fa,63
## layer usage
layer	wire, µm	GRT usage, %	vias to the layer above
li1	-	-	2998
met4	102	0.986	4
met2	9460	26.8	157
met3	1350	3.12	10
met5	27	0	-
met1	9810	24.2	2778
Power figures rest on the tool's default switching activity, not on a simulated workload.
