**flow/run.sh**
```bash
#!/bin/bash
# OpenROAD 26Q1-2900-gdf79404cd8, Yosys 0.63+post, stock flow scripts
make -C /OpenROAD-flow-scripts/flow DESIGN_CONFIG=/design/flow/config.mk WORK_HOME=/design/flow/orfs finish
```
**flow/config.mk**
```make
export PLATFORM = sky130hd
export DESIGN_NAME = mux4xN_N
export DESIGN_NICKNAME = mux4xN_N
export VERILOG_FILES = /design/flow/design.v
export SDC_FILE = /design/flow/constraint.sdc
export NUM_CORES = 4
export LEC_CHECK = 1
export CORE_AREA = 10 10 131 131
export DIE_AREA = 0 0 141 141
```
**flow/design.v**
```verilog
`timescale 1ns/10ps
module mux2_1 (
    input logic sel,
    input logic [1:0] d,
    output logic q
);
    logic [1:0] and_results;
    and #(50ps) AND_1 (and_results[1], sel, d[1]);
    logic not_sel;
    not #(50ps) NOT1 (not_sel, sel);
    and #(50ps) AND_0 (and_results[0], not_sel, d[0]);
    or #(50ps) OR (q, and_results[0], and_results[1]);
endmodule 
module mux4_1 (
    input logic [3:0] d,
    input logic [1:0] sel,
    output logic q
);
    logic [1:0] temp;
    mux2_1 first_stage1 (.sel(sel[0]), .d(d[1:0]), .q(temp[0]));
    mux2_1 first_stage2 (.sel(sel[0]), .d(d[3:2]), .q(temp[1]));
    mux2_1 second_stage (.sel(sel[1]), .d(temp), .q(q));
endmodule
module mux4xN_N #(parameter N = 64) (
input logic [N-1:0] i00, i01, i10, i11,
input logic [1:0] sel,
output logic [N-1:0] out
);
  genvar i;
  generate 
    for (i = 0; i < N; i++) begin : bitMux
      mux4_1 m(.d({i11[i], i10[i], i01[i], i00[i]}), .sel(sel), .q(out[i]));
    end
  endgenerate 
endmodule 
```
**flow/constraint.sdc**
```tcl
current_design mux4xN_N

set clk_period 1.0
set clk_io_pct 0.2

create_clock -name clk0 -period $clk_period

set non_clock_inputs [all_inputs -no_clocks]
set_input_delay [expr $clk_period * $clk_io_pct] -clock clk0 $non_clock_inputs
set_output_delay [expr $clk_period * $clk_io_pct] -clock clk0 [all_outputs]
```
==> notes.org <==
#+TITLE: Physical design notes

** Synth
- The Yosys step of the flow raised 0 warnings.
- The most common cell in the synthesized netlist is sky130_fd_sc_hd__buf_4.
- Yosys reports that the most numerous cell types are sky130_fd_sc_hd__buf_4, sky130_fd_sc_hd__mux4_2, sky130_fd_sc_hd__buf_12, sky130_fd_sc_hd__buf_2, sky130_fd_sc_hd__mux4_1.
- Leading area contributor after synthesis :: sky130_fd_sc_hd__mux4_2
- Share of Yosys cell area claimed by the top area cell type :: 64.2%
- Ranked by total cell area, the synthesized netlist is headed by sky130_fd_sc_hd__mux4_2, sky130_fd_sc_hd__buf_4, sky130_fd_sc_hd__buf_12, sky130_fd_sc_hd__mux4_1, sky130_fd_sc_hd__buf_2.
- Sequential area share after synthesis :: 0%
- For this run, the chip area from Yosys synthesis comes to 2100 um^2.
- Yosys mapped the design onto 7 distinct sky130hd cell types.
- The synthesized netlist handed to floorplanning was reported with a cell count of 142.
- In the Yosys report the total cell count is 142.
- Mapped Area :: 2100 um^2
- Averaged over all synthesized cells, the footprint is 14.8 um^2.

** Floorplanning
- Starting Density :: 14.6%
- Core area :: 14400 um^2
- The chip occupies 19900 um^2.
- Num rows :: 44
- Boundary pin count :: 322
- According to the floorplan report, the die width is 141 um.
- Measured along the y axis, the die boundary spans 141 um.

** Placed design
- Global placement routability congestion :: 0.902
- Cell area after placement :: 5000 um^2
- Input and output buffers added on the ports amount to 322.
- According to the dpl log, the detail-placed design has an HPWL of 11000 um.
- Dpl cells :: 577

** Flow run
- MaxCap Viol Count :: 0
- The stage logs contain a warning count of 35.

** Setup path
- Bufs and invs on worst path :: 2
- Start-to-end type of the worst setup path :: input port to output pin
- Critical path data required time :: 0.80 ns
- The largest single stage delay on the critical path is 0.45 ns.
- Family with the most delay on the worst path :: buffers and inverters
- Of all nets on the critical path, the largest fanout is 1.
- The worst setup path is captured at an output pin.
- Per STA, the worst path is made up of clkdlybuf4s50_1, mux4_2, buf_2.
- Stages on worst setup path :: 3
- Worst path arrival time :: 1.19 ns
- Critical-path top delay cell :: sky130_fd_sc_hd__mux4_2
- Critical Path Start Type :: input port

** Detailed routing
- For this block, the routed nets add up to 12700 um of wire.
- Dividing the detail-routed wire length by the instance count gives 21.3 um.
- The violation tally recorded at the end of detailed-routing iteration 0 is 51.
- The detail route stage leaves a number of antenna-violating nets equal to 0.
- In the routed design, unresolved DRC markers number 0.
- Via-to-Cell Ratio :: 4.07
- Iteration tally of the first detailed-router pass :: 4
- Across all layers, the routed design uses 2419 vias.

** Final timing
- In the final report, the number of pins over their slew limit comes to 0.
- Hold violation total from the final report :: 0
- Worst relative slew slack :: 86.8%
- Setup-failing EPs final :: 64
- Post-layout worst setup margin :: -0.387 ns
- After layout, the minimum clock period comes to 1.39 ns.
- Final total negative setup slack :: -19.58 ns
- Looking at the max-slew report, the worst-margin pin has a slew of 0.197 ns.
- Achievable clock frequency :: 721 MHz
- Period utilization :: 139%
- Setup repair after global routing could not meet its margin everywhere.

** Final layout
- Reg area :: 0 um^2
- Layout clock buffers :: 0
- Final standard cell utilization of the core :: 33.1%
- Per the run report, area growth between synthesis and finish was 127%.
- According to the cell report, flip-flops and latches in the layout number 0.
- Per the layout report, the design carries 1538 filler cells.
- Leaving out filler cells and counting taps, the final layout contains 594.
- In the final layout, the share of cells above drive strength 1 is 37.3%.
- After routing the design area is 4780 um^2.
- The multi-input combinational cells in the finished layout cover a total of 1440 um^2.

** Global route
- The number of antenna violations at the first check in global routing is 3.
- First-pass GRT wire length :: 18300 um
- Total routing resource utilization after global routing :: 12.1%
- The via count of the first global-routing pass is 2786.
- After global routing the overflow that remains totals 0.
- Maximum number of pins on one net before global-route repair :: 34

** Power and ir drop
- Looking at the power breakdown, combinational cells take 100.0% of the total.
- Per the summary, power density relative to cell area is 362 nW/um^2.
- The power report shows net switching accounting for 25.8% of the total.
- Switching power of the nets :: 0.446 mW
- The flow reports that the clock network draws 0% of the design power.
- The internal portion of the total power is 1.28 mW.
- Tot Pwr :: 1.73 mW
- The power report puts the leakage power at 2.33 nW.
- Worst IR drop on VDD :: 0.207 mV
- Share of total power in sequential cells :: 0%

** CTS
- Hold_buf cts :: 0

** Status
- Run status :: finished with violations
- The checks that failed: negative setup slack.

** Worst hold path
- STA reports the tightest min-delay check as being of type input port to output pin.
- Hold analysis shows the worst path with a depth of 3.
[power groups by stage]
| stage | clock, mW | sequential (mW) | combinational (mW) |
|---|---|---|---|
| 4_1_cts | 0 | 0 | 1.80 |
| 5_1_grt | 0.000000267 | 0 | 1.87 |
| 6_report | 0.000000267 | 0 | 1.73 |
[metrics by stage]
| stage | setup WS [ns] | hold WS (ns) |
|---|---|---|
| CTS | -0.409 | 0.880 |
| finish | -0.387 | 0.789 |
| global placement | -0.800 | 1.27 |
| floorplan | -0.288 | 0.673 |
| detailed placement | -0.798 | 1.28 |
| global route | -0.434 | 0.806 |
[routing by layer]
| layer | track usage [%] | up-vias | wire, um |
|---|---|---|---|
| li1 | - | 1083 | - |
| met5 | 0 | - | 0 |
| met1 | 14.6 | 1152 | 4770 |
| met3 | 5.66 | 0 | 1580 |
| met4 | 0 | 0 | 0 |
| met2 | 20.5 | 184 | 6310 |
[final cells by class]
class	instances	area share [%]
Antenna cell	2	0.105
Multi-Input combinational cell	64	30.1
Tap cell	184	4.82
Timing Repair Buffer	344	64.9
[repair_timing]
| item | in CTS | in global routing |
|---|---|---|
| endpoints found under the hold margin | 0 | 0 |
| setup endpoints to repair | 64 | 64 |
| setup buffers | 9 | 0 |
| gates resized | 458 | 16 |
| cloned | 7 | 0 |
[layout by cell type (no fill, tap or decap)]
cell type / n
sky130_fd_sc_hd__dlygate4sd2_1: 222
sky130_fd_sc_hd__diode_2: 2
sky130_fd_sc_hd__clkdlybuf4s50_1: 18
sky130_fd_sc_hd__buf_6: 11
sky130_fd_sc_hd__buf_2: 63
sky130_fd_sc_hd__buf_12: 6
sky130_fd_sc_hd__dlymetal6s2s_1: 16
sky130_fd_sc_hd__mux4_2: 64
sky130_fd_sc_hd__buf_16: 8
[path summary, 6_finish.rpt]
kind / start / end / slack (ns)
max: i01[16] / out[16] / -0.39
min: i00[2] / out[2] / 0.79
[kinds of logic (layout without fill, tap and decap cells)]
family | Yosys count | count (layout) | share of synthesized area (%)
other cells | 0 | 2 | 0
buf+inv | 78 | 344 | 30.8
mux | 64 | 64 | 69.2
Power figures rest on the tool's default switching activity, not on a simulated workload.
