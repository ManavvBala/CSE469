[/design/flow/design.v]
module D_FF (q, d, reset, clk);
    output reg q;
    input d, reset, clk;
    always_ff @(posedge clk)
        if (reset)
            q <= 0;  
        else
            q <= d;  
endmodule
module DFF_enable (
    output logic q,
    input logic d, reset, clk, enable
);
    logic mux_out;
    mux2_1 mux (
        .sel(enable),
        .d({d,q}),      
        .q(mux_out)
    );
    D_FF dff (
        .d(mux_out),
        .q(q),
        .clk(clk),
        .reset(reset)
    );
endmodule
`timescale 1ns/10ps
module mux2_1 (
    input logic sel,
    input logic [1:0] d,
    output logic q
);
    logic [1:0] and_results;
    and #(50ps) AND_1 (and_results[1], sel, d[1]);
    logic not_sel;
    not #(50ps) NOT1 (not_sel, sel);
    and #(50ps) AND_0 (and_results[0], not_sel, d[0]);
    or #(50ps) OR (q, and_results[0], and_results[1]);
endmodule 
module register #(parameter WIDTH = 64)(
    input logic clk,
    input logic[WIDTH-1:0] DataIn,
    input logic WriteEnable,
    output logic[WIDTH-1:0] DataOut
);
    genvar i;
    generate
        for (i = 0; i < WIDTH; i++) begin : genDFF
            DFF_enable newDFF (
                .d(DataIn[i]),           
                .q(DataOut[i]),          
                .reset(1'b0),            
                .clk(clk),               
                .enable(WriteEnable)   
            );
        end
    endgenerate
endmodule
[/design/flow/run.sh]
#!/bin/bash
# OpenROAD 26Q1-2900-gdf79404cd8, Yosys 0.63+post, stock flow scripts
make -C /OpenROAD-flow-scripts/flow DESIGN_CONFIG=/design/flow/config.mk WORK_HOME=/design/flow/orfs finish
[/design/flow/config.mk]
export PLATFORM = sky130hd
export DESIGN_NAME = register
export DESIGN_NICKNAME = register
export VERILOG_FILES = /design/flow/design.v
export SDC_FILE = /design/flow/constraint.sdc
export NUM_CORES = 4
export LEC_CHECK = 1
export CORE_UTILIZATION = 50
[/design/flow/constraint.sdc]
current_design register

set clk_period 1.0
set clk_io_pct 0.2

create_clock -name clk0 -period $clk_period [get_ports {clk}]

set non_clock_inputs [all_inputs -no_clocks]
set_input_delay [expr $clk_period * $clk_io_pct] -clock clk0 $non_clock_inputs
set_output_delay [expr $clk_period * $clk_io_pct] -clock clk0 [all_outputs]
==> impl_metrics.env <==
# flow metrics
export IMPL_status="finished, violations left"
export IMPL_violations="negative setup slack"
export IMPL_post_cts_setup_buffers=0
export IMPL_crit_slowest_cell="edfxtp_1"
export IMPL_via_per_inst=4.45
export IMPL_worst_slack_ns=-0.0419
export IMPL_ir_drop_uv=1040
export IMPL_numSynthFlops=64
export IMPL_num_vias=1171
export IMPL_clk_path_buf_depth=2
export IMPL_p_leak_nw=1.24
export IMPL_antenna_found_initial=0
export IMPL_totalWireLength_um=4130
export IMPL_synth_main_ff_cell="edfxtp_1"
export IMPL_yosysCellCount=128
export IMPL_tightest_slew_ns=0.188
export IMPL_io_pins=130
export IMPL_gp_congestion=0.727
export IMPL_area_leaders="edfxtp_1, buf_4"
export IMPL_required_ns=0.80
export IMPL_crit_cells=1
export IMPL_cts_root_buffer="clkbuf_8"
export IMPL_mux_share_pct=0
export IMPL_htree_levels=3
export IMPL_grt_max_degree=36
export IMPL_placementRows=24
export IMPL_cts_sinks=64
export IMPL_cp_max_fo=1
export IMPL_aoi_share_pct=0
export IMPL_synth_cells=128
export IMPL_comb_area_sq_um=0
export IMPL_area_growth_pct=32.0
export IMPL_ys_async_sr_fraction_pct=0
export IMPL_drc_errors=0
export IMPL_ys_top_logic_family="buffers and inverters"
export IMPL_hp_start="WriteEnable"
export IMPL_fa_ha_area_share_pct=0
export IMPL_yosysChipArea_sq_um=2400
export IMPL_cpPeakStageDelay_ns=0.39
export IMPL_place_inst=247
export IMPL_cts_tree="built"
export IMPL_cts_made_buffers=9
export IMPL_rsz0062_at_grt="true"
export IMPL_grt_pass1_wl_um=6090
export IMPL_overflow=0
export IMPL_synth_simple_area_share_pct=0
export IMPL_dieHeight_um=71.3
export IMPL_end_kind="output pin"
export IMPL_cts_hold_buf=0
export IMPL_fp_utilization_pct=53.7
export IMPL_drt_initial_drc_count=64
export IMPL_crit_buf_inv=1
export IMPL_crit_type="register to output pin"
export IMPL_drive_gt1_share_pct=37.4
export IMPL_period_used_pct=104
export IMPL_finalSetupViolations=23
export IMPL_dr_pass1_iters=25
export IMPL_ys_types=2
export IMPL_dieWidth_um=71.3
export IMPL_synth_top_area_share_pct=80.0
export IMPL_ys_sh_xor_pct=0
export IMPL_coreArea_sq_um=4470
export IMPL_yosysWarnings=1
export IMPL_utilization_pct=70.9
export IMPL_maxSlewViolCount=0
export IMPL_fin_cells=263
export IMPL_track_usage_pct=18.1
export IMPL_diodes=0
export IMPL_ys_seq_share_pct=80.0
export IMPL_warnings=28
export IMPL_crit_chain="buf_2"
export IMPL_netlist_top_cells_count="buf_4, edfxtp_1"
export IMPL_cp_arrival_ns=0.84
export IMPL_drtAntennaViolNets=0
export IMPL_die_area_sq_um=5090
export IMPL_synth_area_per_cell_sq_um=18.8
export IMPL_fmax_ghz=0.960
export IMPL_finalHoldViolCount=0
export IMPL_cp_start_kind="register"
export IMPL_wl_per_cell_um=15.7
export IMPL_crit_end="DataOut[16]"
export IMPL_relSlewSlack_pct=87.5
export IMPL_logic_gates=0
export IMPL_whs_ns=0.389
export IMPL_finalCriticalPeriod_ns=1.04
export IMPL_p_per_area_nw_per_um2=1790
export IMPL_hold_class="input pin to register"
export IMPL_netlist_top_cell_by_area="edfxtp_1"
export IMPL_crit_family="flip-flops"
export IMPL_synth_area_sq_um=2400
export IMPL_cap_violations=0
export IMPL_portBuffers=129
export IMPL_cts_clk_slew_worst_paths_ns=0.06
export IMPL_place_worst_setup_slack_ns=0.00103
export IMPL_edf_count=64
export IMPL_grt_pass1_vias=1224
==> cells in the final DEF, fill, tap and decap left out <==
master | netlist | layout
buf_12 | 0 | 2
buf_2 | 0 | 65
bufinv_16 | 0 | 1
clkbuf_1 | 0 | 2
clkbuf_8 | 0 | 9
clkdlybuf4s50_1 | 0 | 64
clkinv_1 | 0 | 2
clkinv_2 | 0 | 2
edfxtp_1 | 64 | 64
==> area by class of cell <==
class | instances | area, sq um
timing repair buffer | 131 | 1010
clock buffer | 11 | 131
sequential | 64 | 1920
clock inverter | 5 | 47.5
fill | 300 | 1300
tap | 52 | 65.1
==> layer usage <==
metal,GRT usage (%),part of all wire [%],up-vias
met4,3.78,0.39,0
li1,-,-,545
met5,0,0,-
met3,9.27,16,2
met1,25.8,33,543
met2,27.7,51,81
==> how the worst min path moves through the flow <==
stage / depth (start not counted) / end
after CTS: 2 / register
after global routing: 2 / register
final: 2 / register
==> metrics by stage <==
| step | TNS, ns | total power, W | area (sq um) |
|---|---|---|---|
| finish | -0.211 | 0.00568 | 3170 |
| global route | -2.64 | 0.00592 | 3170 |
| CTS | -1.32 | 0.00575 | 3170 |
| detailed placement | 0 | 0.00396 | 3310 |
| global placement | -0.00677 | 0.00395 | 3310 |
| floorplan | 0 | 0.00351 | 2400 |
==> power breakdown <==
group | total, W | internal, W | leakage, nW | switching (W)
Sequential | 0.00323 | 0.00319 | 0.626 | 0.0000473
Combinational | 0.000468 | 0.000355 | 0.525 | 0.000113
Clock | 0.00198 | 0.00113 | 0.0922 | 0.000850
==> kinds of logic (layout without fill, tap and decap cells) <==
kind of cell / Yosys count / after routing
flops: 64 / 64
buf+inv: 64 / 147
==> timing repair <==
action                     CTS  global route
setup endpoints to repair   64            64
gates resized              194             0
cloned                       0             0
Power and IR drop assume default switching activity.
